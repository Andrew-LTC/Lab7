### ./run.sh
#!/bin/bash
# OpenROAD 26Q1-2900-gdf79404cd8, Yosys 0.63+post, stock flow scripts
make -C /OpenROAD-flow-scripts/flow DESIGN_CONFIG=/design/flow/config.mk WORK_HOME=/design/flow/orfs finish
### ./config.mk
export PLATFORM = sky130hd
export DESIGN_NAME = conseq_sequence
export DESIGN_NICKNAME = conseq_sequence
export VERILOG_FILES = /design/flow/design.v
export SDC_FILE = /design/flow/constraint.sdc
export NUM_CORES = 4
export LEC_CHECK = 1
export CORE_AREA = 10 10 70 70
export DIE_AREA = 0 0 80 80
### ./constraint.sdc
current_design conseq_sequence

set clk_period 1.6
set clk_io_pct 0.2

create_clock -name clk0 -period $clk_period [get_ports {clk}]

set non_clock_inputs [all_inputs -no_clocks]
set_input_delay [expr $clk_period * $clk_io_pct] -clock clk0 $non_clock_inputs
set_output_delay [expr $clk_period * $clk_io_pct] -clock clk0 [all_outputs]
### ./design.v
`timescale 1ns / 1ps
module conseq_sequence(
    input clk,
    input reset_n,
    input x,
    output y
    );
    reg [2:0] state_reg, state_next;
    localparam s0 = 0;
    localparam s1 = 1;
    localparam s2 = 2;
    localparam s3 = 3;
    localparam s4 = 4;
    localparam s5 = 5;
    always @(posedge clk, negedge reset_n)
    begin
        if(~reset_n)
            state_reg <= s0;
        else
            state_reg <= state_next;
    end
    always @(*)
    begin
        case(state_reg)
            s0: if(x)
                    state_next = s1;
                else
                    state_next = s2;
            s1: if(x)
                    state_next = s3;
                else
                    state_next = s0;
            s2: if(x)
                    state_next = s1;
                else
                    state_next = s4;
            s3: if(x)
                    state_next = s5;
                else
                    state_next = s0;
            s4: if(x)
                    state_next = s1;
                else
                    state_next = s4;
            s5: if(x)
                    state_next = s5;
                else
                    state_next = s0;
            default: state_next = state_reg;
        endcase
    end
    assign y = (state_reg == s4) | (state_reg == s5);
endmodule
==> flow_summary_export.csv <==
group,metric,value,unit
outcome,status,"finished, final reports clean",
setup_path,crit_path_max_fanout,2,
routing,postRouteAntennaNets,0,
setup_path,required,1280,ps
setup_path,cp_slowest_stage_delay,370,ps
logic_synthesis,top_area_share,58.1,%
clock_network,cts.reportedPaths.clkPinSlew,50,ps
clock_network,cts_hold_repair.buffers,0,
cells_and_area,area_growth,55.8,%
sta,tns,0,ps
sta,fmax,683,MHz
logic_synthesis,ys_cells,18,
sta,hold_violations,0,
logic_synthesis,yosysWarnings,1,
global_route,grt_first_pass_wirelength,897,µm
cells_and_area,fin_util,9.82,%
global_route,track_usage,1.77,%
cells_and_area,nFillCells,397,
routing,viasPerCell,2.06,
routing,first_pass_iters,3,
logic_synthesis,numSynthFlops,6,
global_route,grt_antenna_before_repair,0,
cells_and_area,design_area,335,µm²
hold_path,hold_class,"in2async",
clock_network,cts-buffers-inserted,3,
placed_design,place_area,303,µm²
clock_network,cts_tree,"done",
routing,vias,148,
cells_and_area,lay_top_cells,"dfrtp_1 (5), nor2_1 (4), clkbuf_4 (3)",
cells_and_area,comb_area,56.3,µm²
clock_network,cts_max_level,1,
floorplan,fp_util,6.30,%
global_route,grt-ovfl-total,0,
routing,drt_iter0_drc,4,
routing,n_antenna_cell,0,
routing,wire_per_inst,5.75,µm
placed_design,dp_hpwl,311,µm
logic_synthesis,syn_inst,18,
clock_network,clk_latency,240,ps
sta,post-route-period-util,91.5,%
sta,skew,3.37,ps
setup_path,crit_path_cell_trace,"or2_2, dlygate4sd2_1",
floorplan,die_h,80,µm
placed_design,dp_cells,67,
sta,setup_viol,0,
setup_path,end_kind,"output pin",
clock_network,cts.sinks,6,
logic_synthesis,syn_avg_cell_area,12.0,µm²
cells_and_area,largest_reg_flops,6,
power,ir_drop,0.194,mV
floorplan,core_area,3420,µm²
floorplan,dieArea,6400,µm²
job,warnings,25,
sta,slew_headroom,83.3,%
global_route,grt_max_degree,7,
power,p_leak,0.144,nW
setup_path,cp-start-kind,"flip-flop",
logic_synthesis,postSynthSeqShare,70.3,%
floorplan,ios,4,
logic_synthesis,yosysChipArea,215,µm²
sta,maxSlewViolCount,0,
power,power_density,1080,nW/µm²
sta,rsz0062_at_grt,"no",
routing,routed_wl,414,µm
setup_path,crit_slowest_cell,"dfrtp_1",
cells_and_area,drive_gt1_share,34.6,%
sta,hold_slack,306,ps
global_route,first_global_vias,187,
floorplan,rows,21,
placed_design,place.gp.congestion,0.747,
setup_path,arrival,1140,ps
clock_network,clk_path_buf_depth,2,
sta,worstMarginPinSlew,250,ps
logic_synthesis,synth_cell_types,10,
cells_and_area,layout.cells.non_filler,72,
floorplan,die_width,80,µm
setup_path,crit_type,"reg2out",
placed_design,numPortBuffers,3,
logic_synthesis,netlist_area,215,µm²
logic_synthesis,area_leaders,"dfrtp_1 (58%), dfstp_2 (12%), nor2_1 (7.0%)",
logic_synthesis,yosysTopAreaCell,"dfrtp_1",
job,cap_violations,0,
cells_and_area,lay_top_count,"dfrtp_1",
cells_and_area,flop_area,151,µm²
routing,drc,0,
clock_network,ctsRootBufferMaster,"clkbuf_4",
sta,post-route-min-period,1460,ps
==> cells by family after synthesis <==
family / share of synthesized area (%)
DFF: 70.4
buffers and inverters: 3.49
and+or+nand+nor: 18.0
AOI/OAI and AO/OA: 8.14
==> per-stage QoR <==
stage                     total power [mW]  worst slack [ps]
after floorplan                      0.193               643
after global placement               0.210               208
after detailed placement             0.214               184
after CTS                            0.367               127
after global routing                 0.396              70.4
final                                0.361               136
==> final cells by class <==
| type | instances | share of cell area [%] |
|---|---|---|
| clock buffers | 4 | 7.84 |
| inverters | 2 | 2.24 |
| multi-input cells | 10 | 16.8 |
| flip-flops and latches | 6 | 45.1 |
| well taps | 46 | 17.2 |
| repair buffers | 4 | 10.8 |
==> worst paths after layout <==
| path | from | to | slack, ps | cells past startpoint |
|---|---|---|---|---|
| max in group asynchronous | reset_n | state_reg[0]$_DFF_PN1_ | 1030 | 1 |
| worst max-delay path | state_reg[1]$_DFF_PN0_ | y | 140 | 2 |
| worst max register to register | state_reg[1]$_DFF_PN0_ | state_reg[0]$_DFF_PN1_ | 660 | 4 |
| worst min register to register | state_reg[3]$_DFF_PN0_ | state_reg[5]$_DFF_PN0_ | 490 | 2 |
| min in group clk0 | state_reg[3]$_DFF_PN0_ | state_reg[5]$_DFF_PN0_ | 490 | 2 |
| worst min-delay path | reset_n | state_reg[5]$_DFF_PN0_ | 310 | 1 |
==> synth_stat cells <==
| master | number |
|---|---|
| a21oi_2 | 1 |
| dfrtp_1 | 5 |
| dfstp_2 | 1 |
| inv_1 | 2 |
| nor2_1 | 4 |
| nor2_2 | 1 |
| nor2b_1 | 1 |
| nor3_1 | 1 |
| o21ai_2 | 1 |
| or2_2 | 1 |
==> layer usage <==
metal | vias to the layer above | global-route usage [%] | routed length, µm
met5 | - | 0 | 0
met3 | 0 | 1.70 | 66
li1 | 72 | - | -
met1 | 68 | 2.22 | 212
met2 | 8 | 2.09 | 135
met4 | 0 | 0.352 | 0
==> where the power goes <==
group / leakage (nW) / total (mW) / switching, mW / internal, mW
logic: 0.0501 / 0.0399 / 0.0196 / 0.0204
registers: 0.0791 / 0.172 / 0.00558 / 0.166
clock network: 0.0150 / 0.149 / 0.0549 / 0.0945
==> critical path, delay by kind of cell (launching register included) <==
| family | cells | cell delay [ps] |
|---|---|---|
| and+or+nand+nor | 1 | 290 |
| DFF | 1 | 370 |
| buffers and inverters | 1 | 250 |
==> what timing repair did <==
| action | 4_1_cts | 5_1_grt |
|---|---|---|
| setup buffers | 1 | 0 |
| gates resized | 1 | 0 |
| endpoints found under the setup margin | 1 | 0 |
Power is estimated from default activity; no workload was simulated.
