--- flow/constraint.sdc ---
current_design even_odd_conseq00

set clk_period 1.4
set clk_io_pct 0.2

create_clock -name clk0 -period $clk_period [get_ports {clk}]

set non_clock_inputs [all_inputs -no_clocks]
set_input_delay [expr $clk_period * $clk_io_pct] -clock clk0 $non_clock_inputs
set_output_delay [expr $clk_period * $clk_io_pct] -clock clk0 [all_outputs]
--- flow/design.v ---
`timescale 1ns / 1ps
module even_odd_conseq00(
    input clk,
    input reset_n,
    input x,
    output y
    );
    reg [2:0] state_reg, state_next;
    localparam s0 = 0;
    localparam s1 = 1;
    localparam s2 = 2;
    localparam s3 = 3;
    localparam s4 = 4;
    localparam s5 = 5;
    always @(posedge clk, negedge reset_n)
    begin
        if(~reset_n)
            state_reg <= s0;
        else
            state_reg <= state_next;
    end
    always @(*)
    begin
        case(state_reg)
            s0: if(x)
                    state_next = s1;
                else
                    state_next = s2;
            s1: if(x)
                    state_next = s0;
                else
                    state_next = s5;
            s2: if(x)
                    state_next = s1;
                else
                    state_next = s3;
            s3: if(x)
                    state_next = s4;
                else
                    state_next = s3;
            s4: if(x)
                    state_next = s3;
                else
                    state_next = s4;
            s5: if(x)
                    state_next = s0;
                else
                    state_next = s4;
            default: state_next = state_reg;
        endcase
    end
    assign y = (state_reg == s4);
endmodule
--- flow/config.mk ---
export PLATFORM = sky130hd
export DESIGN_NAME = even_odd_conseq00
export DESIGN_NICKNAME = even_odd_conseq00
export VERILOG_FILES = /design/flow/design.v
export SDC_FILE = /design/flow/constraint.sdc
export NUM_CORES = 4
export LEC_CHECK = 1
export CORE_AREA = 10 10 70 70
export DIE_AREA = 0 0 80 80
--- flow/run.sh ---
#!/bin/bash
# OpenROAD 26Q1-2900-gdf79404cd8, Yosys 0.63+post, stock flow scripts
make -C /OpenROAD-flow-scripts/flow DESIGN_CONFIG=/design/flow/config.mk WORK_HOME=/design/flow/orfs finish
==> impl_metrics.toml <==
# generated from flow reports
[power_and_ir_drop]
ir_drop_mv = 0.196
pwr-share-clk = 0.430
power_switching_mw = 0.0798
seqPwrFrac = 0.478
switching_share = 0.203
power.density_nw_per_um2 = 1210
power_frac_comb = 0.092
total_power_mw = 0.394
p_int_mw = 0.314
power_leakage_nw = 0.127

[routing]
vias_per_cell = 1.90
drt_iter0_markers = 0
wl_met1_um = 137
wire_per_inst_um = 5.34
routed_wl_um = 374
vias = 133
ant_nets = 0
top_layer = "met4"
drc = 0
wl_met3_um = 109
dr.pass1.iters = 1
num_antenna_cells = 0
wl_met2_um = 114

[grt]
grt_max_degree = 9
grt_pass1_wl_um = 676
grt_usage = 0.0149
grt_pass1_vias = 162
grt.overflow.total = 0
antenna_found_initial = 0

[worst_setup_path]
crit_path_top_delay_cell = "clkdlybuf4s50_1"
path_cells = "clkdlybuf4s50_1"
cp_slowest_stage_delay_ns = 0.46
critPathMaxFanout = 2
cpLargestDelayFamily = "buffers and inverters"
worstPathRequired_ns = 1.12
crit_arrival_ns = 1.05
crit_buf_inv = 1
crit_path_start_kind = "register"
endpoint_kind = "output port"
crit_type = "register to output port"

[layout]
area_growth_pct = 59.5
fin_util = 0.0952
fillers = 405
lay_top_cells = "dfrtp_1 (5), clkbuf_4 (3), clkdlybuf4s50_1 (3)"
largest_register_ffs = 6
final_layout_size_suffix_gt1_frac = 0.208
layout_top_cell = "dfrtp_1"

[clocking]
clkTransAtPathRegs_ns = 0.05
clock_latency_ns = 0.25
cts_resized = 0
cts_htree_levels = 1
cts.path.max_buffers = 2
cts_tree = "yes"
clock-sinks = 6
clockRootBuffer = "clkbuf_4"
cts_buffers = 3

[place]
portBuffers = 3
routabilityCongestion = 0.717
hpwl_um = 286

[synthesis]
yosysWarnings = 1
ys_cells = 16
postSynthSeqShare = 0.742
syn-cell-area_um2 = 204
syn_inst = 16
ys_chip_area_um2 = 204
synth.distinct_cells = 7
synth_flops = 6
avgSynthCellArea_um2 = 12.7

[hold_path]
hold_path.class = "primary input to asynchronous set/reset pin"

[run_status]
status = "complete, no violations"

[final_timing]
tightestPinTransition_ns = 0.249
rsz0062_at_grt = "no"
drv_slew = 0
finalClockPeriodUsage = 0.947
finClkSkew_ns = 0.00693
slew_headroom = 0.834
finalHoldViolCount = 0
tns_ns = 0
setup_viol = 0
clock.fmax_mhz = 755
period_minus_slack_ns = 1.33

[job]
max_cap_viol_count = 0
warning_count = 25

[floorplan]
die_w_um = 80
core_um2 = 3420
initCoreUtil = 0.0597
die-area_um2 = 6400
rows = 21
die_h_um = 80
ios = 4
==> cell type report <==
cell class                 instances  area [um^2]  share of cell area
clock buffer                       4         26.3              0.0808
timing repair buffer               4         37.5               0.115
sequential                         6          151               0.465
multi-input combinational         10         52.6               0.162
tap                               46         57.6               0.177
==> kinds of logic after synthesis <==
kind of cell     after synthesis  share of synthesized area
flip-flops                     6                      0.742
AND/OR/NAND/NOR                6                      0.135
AND-OR/OR-AND                  4                      0.123
==> synthesized netlist by cell type, drive strengths merged <==
library cell	number	share of area
dfrtp	5	0.61
o21a	2	0.074
nor2	2	0.037
nor2b	2	0.061
dfstp	1	0.13
o21ai	2	0.049
nand2	2	0.037
==> power groups by stage <==
stage	Sequential, mW	Clock (mW)	Combinational (mW)
after global routing	0.189	0.195	0.0414
final	0.188	0.169	0.0365
after CTS	0.190	0.177	0.0295
==> metrics by stage <==
| step | setup WS, ns | hold slack, ns | cells | cell area [um^2] |
|---|---|---|---|---|
| 5_1_grt | 0.0345 | 0.276 | 70 | 325 |
| 6_report | 0.0747 | 0.262 | 70 | 325 |
| 3_5_place_dp | 0.242 | 0.488 | 65 | 292 |
| 2_1_floorplan | 0.724 | -0.0156 | 16 | 204 |
| 4_1_cts | 0.0239 | 0.262 | 69 | 318 |
| 3_3_place_gp | 0.276 | 0.470 | 65 | 292 |
==> worst paths after layout <==
kind / slack, ns / end / cells after the start / start
worst max-delay path: 0.07 / y / 1 / state_reg[1]
worst min-delay path: 0.26 / state_reg[1] / 1 / reset_n
worst max register to register: 0.61 / state_reg[1] / 3 / state_reg[1]
worst min register to register: 0.49 / state_reg[0] / 1 / state_reg[3]
max in group asynchronous: 0.87 / state_reg[0] / 1 / reset_n
min in group clk0: 0.49 / state_reg[0] / 1 / state_reg[3]
==> routing by layer <==
metal,vias to the layer above,global-route usage
met5,-,0
met4,0,0.00528
met3,4,0.0250
met2,7,0.0169
met1,55,0.0121
li1,67,-
==> repair_timing <==
action / CTS / global route
endpoints found under the hold margin: 0 / 0
hold buffers: 0 / 0
setup buffers: 0 / 1
setup endpoints to repair: 0 / 1
==> worst register-to-register path: stages, from the launching register on <==
cell     delay [ns]
dfrtp_1        0.37
buf_4          0.13
nor2_1         0.08
o21ai_0        0.08
Power figures rest on the tool's default switching activity, not on a simulated workload.
