==> flow/design.v <==
`timescale 1ns / 1ps
module dual_sequence_detector(
    input clk,
    input reset_n,
    input x,
    output y
    );
    reg [2:0] state_reg, state_next;
    localparam s0 = 0;
    localparam s1 = 1;
    localparam s2 = 2;
    localparam s3 = 3;
    localparam s4 = 4;
    localparam s5 = 5;
    always @(posedge clk, negedge reset_n)
    begin
        if(~reset_n)
            state_reg <= s0;
        else
            state_reg <= state_next;
    end
    always @(*)
    begin
        case(state_reg)
            s0: if(x)
                    state_next = s4;
                else
                    state_next = s1;
            s1: if(x)
                    state_next = s2;
                else
                    state_next = s1;
            s2: if(x)
                    state_next = s4;
                else
                    state_next = s3;
            s3: if(x)
                    state_next = s2;
                else
                    state_next = s5;
            s4: if(x)
                    state_next = s4;
                else
                    state_next = s3;
            s5: if(x)
                    state_next = s2;
                else
                    state_next = s1;
            default: state_next = state_reg;
        endcase
    end
    assign y = ((state_reg == s2) & ~x) | ((state_reg == 5) & x);
endmodule
==> flow/run.sh <==
#!/bin/bash
# OpenROAD 26Q1-2900-gdf79404cd8, Yosys 0.63+post, stock flow scripts
make -C /OpenROAD-flow-scripts/flow DESIGN_CONFIG=/design/flow/config.mk WORK_HOME=/design/flow/orfs finish
==> flow/config.mk <==
export PLATFORM = sky130hd
export DESIGN_NAME = dual_sequence_detector
export DESIGN_NICKNAME = dual_sequence_detector
export VERILOG_FILES = /design/flow/design.v
export SDC_FILE = /design/flow/constraint.sdc
export NUM_CORES = 4
export LEC_CHECK = 1
export CORE_AREA = 10 10 70 70
export DIE_AREA = 0 0 80 80
==> flow/constraint.sdc <==
current_design dual_sequence_detector

set clk_period 1.7
set clk_io_pct 0.2

create_clock -name clk0 -period $clk_period [get_ports {clk}]

set non_clock_inputs [all_inputs -no_clocks]
set_input_delay [expr $clk_period * $clk_io_pct] -clock clk0 $non_clock_inputs
set_output_delay [expr $clk_period * $clk_io_pct] -clock clk0 [all_outputs]
==> run summary <==
fresh numbers from the pnr run: area growth from synthesis to layout 58.0%, maximum number of pins on one net before global-route repair 7, Setup TNS 0 ns, Starting Density 6.37%, die height 80 µm, hold-fix buffer count after cts 0, VDD IR-drop max 0.127 mV, Leak 0.000157 µW, status finished clean, register share after synthesis 69.5%, max FFs per register 6, critical path launch point state_reg[2]$_DFF_PN0_, post-route setup slack 0.333 ns, CP Data Arrival Time 1.03 ns, required time of the critical path 1.36 ns, mean area per synthesized cell 14.5 µm², Sequential Power Share 48.8%, net switching power 66.9 µW, # DRC 0, CTS tree built, Placed Area 313 µm², root buf cell clkbuf_4, DRT antenna net count 0, total number of yosys warnings 1, Top delay family on crit path flip-flops, RSZ-0062 raised after global routing false, total power 329 µW, R2R Setup Slk 0.85 ns, Overflow after GRT 0, Antenna Cells 0, endpoints failing setup 0, Crit path depth 2, postcts setup bufs 0, first-pass GRT wire length 627 µm, busiest grt layer met2, I/O Pins 4, first-pass iteration count of the detailed router 2, Routed WL 375 µm, worst stage delay on the critical path 0.39 ns, Crit Path Class flop to primary output, synthesized area 218 µm², Port Buf Inserts 3, most frequent cells in the layout dfrtp_1 (5), clkbuf_4 (3), o21a_1 (2), Worst-path clk slew 0.05 ns, CP startpoint kind flop, grt met1 use 1.41%, clock share of power 42.2%, cell internal pwr 262 µW, fin crit share 80.4%, OpenROAD warning count 25, max-cap viol count 0, cell count after synthesis 15, Buf/Inv on CP 1, most common logic cell in the routed design dfrtp_1, full die area 0.00640 mm², Via-to-Cell Ratio 1.90, global-route usage over all layers 1.33%, final core utilization 10.1%, DRT iter0 DRCs 12, layout cell share with drive strength beyond 1 34.8%, final hold vios 0, slowest cell on the critical path dfrtp_1, clock sinks 6, Unique cell types 10, DP Worst Slack -0.209 ns, worst path cell trace mux2_4 > dlymetal6s2s_1, clock skew 0.00807 ns, ys cells 15, Max FO, Critical Path 3, YS chip area 218 µm², RD Place Congestion 0.615, Finished Cell Area 344 µm², end point of the critical path y, Late-Pin Clk Latency 0.24 ns, Die W 80 µm, met3 Track Usage GR 1.36%, cts bufs inserted 3, reg2reg end state_reg[2]$_DFF_PN0_, Longest Clk Path Bufs 2, Final min period 1.37 ns, Power Dens Cells 957 mW/mm², Logic pwr share 9.0%, Placement Rows 21, R2R cell count 3, Max H-tree Level 1, CP endpoint kind primary output, Max Freq 0.732 GHz, switching power share of the total 20.3%, drt wl/cell 5.43 µm, Slew Limit Fails 0, vias post-DR 131, initial antenna violation count 0, vias in the first global route 149, met2 Track Usage GR 1.52%, core area 0.00342 mm², Registers, synthesis 6, FF-to-FF Start state_reg[2]$_DFF_PN0_, HP Class input pin to asynchronous set/reset pin
==> metal layers <==
metal | up-vias | routed length (µm)
li1 | 64 | -
met1 | 62 | 176
met2 | 3 | 147
met3 | 2 | 42
met4 | 0 | 9
met5 | - | 0
==> power groups by stage <==
stage / Combinational (µW) / Clock (µW) / Sequential [µW]
CTS: 31.1 / 148 / 161
global route: 33.6 / 159 / 162
finish: 29.6 / 139 / 161
==> kinds of logic after synthesis <==
family,after synthesis,share of synthesized area [%]
multiplexers,1,5.17
flip-flops,6,69.5
AND-OR/OR-AND,4,16.1
other,1,1.72
AND/OR/NAND/NOR,3,7.47
==> cell usage after synthesis <==
| master | number | area [µm²] |
|---|---|---|
| o21a_1 | 2 | 15.0 |
| o21ba_1 | 1 | 10.0 |
| dfrtp_1 | 5 | 125 |
| nor2b_1 | 1 | 6.26 |
| dfstp_2 | 1 | 26.3 |
| mux2_1 | 1 | 11.3 |
| conb_1 | 1 | 3.75 |
| nor2_1 | 1 | 3.75 |
| o31a_2 | 1 | 10.0 |
| nor2_2 | 1 | 6.26 |
==> worst min-delay path by stage <==
stage | start | endpoint | slack, ns | cells past startpoint
4_1_cts | reset_n | state_reg[5]$_DFF_PN0_ | 0.33 | 1
5_1_grt | reset_n | state_reg[5]$_DFF_PN0_ | 0.34 | 1
6_report | reset_n | state_reg[5]$_DFF_PN0_ | 0.33 | 1
==> final cells by class <==
cell class                      instances  area [µm²]
Multi-Input combinational cell          9        70.1
Sequential cell                         6         151
Tap cell                               46        57.6
Timing Repair Buffer                    4        38.8
Fill cell                             397        3070
Clock buffer                            4        26.3
==> per-stage QoR <==
step / hold WS (ns) / instances
CTS: 0.328 / 69
global route: 0.336 / 69
detailed placement: 0.483 / 65
finish: 0.332 / 69
floorplan: 0.0444 / 15
global placement: 0.469 / 65
==> what timing repair did <==
action,CTS,global route
gates resized,2,1
pin swaps,0,0
endpoints found under the hold margin,0,0
endpoints found under the setup margin,1,1
Power and IR drop assume default switching activity.
